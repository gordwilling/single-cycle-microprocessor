==> design.v <==
`timescale 1ns / 1ps
`timescale 1ns / 1ps
`timescale 1ns / 1ps
`timescale 1ns / 1ps
module adder(
    input [7:0] a,
    input [7:0] b,
    output [7:0] result
    );
    assign result = a + b;    
endmodule
`timescale 1ns / 1ps
module alu(
    input [2:0] op,
    input signed [7:0] a,
    input signed [7:0] b,
    output signed [7:0] result,
    output z,
    output n
    );
    localparam ADD  = 3'b001;
    localparam SUB  = 3'b010;
    localparam NAND = 3'b011;
    localparam SHL  = 3'b100;
    localparam SHR  = 3'b101;
    assign result = op == ADD ? a + b :
                    op == SUB ? a - b :
                    op == NAND ? ~(a & b) :
                    op == SHL ? {a[6:0], 1'b0} :
                    op == SHR ? {1'b0, a[7:1]} : 8'bzzzzzzzz;
    assign z = op == ADD || op == SUB || op == NAND ? result == 0 :
               op == SHL ? a[7] :
               op == SHR ? a[0] : 1'bz; 
    assign n = op == ADD || op == SUB || op == NAND ? result < 0 : 1'bz; 
endmodule
`timescale 1ns / 1ps
module branchLogic(
    input branch,
    input branchIf,
    input brx,
    input z,
    input n,
    output result
    );
    assign result = (brx & branchIf & n) | (~brx & branchIf & z) | branch;
endmodule
`timescale 1ns / 1ps
module mux2(
    input [7:0] in0,
    input [7:0] in1,
    input select,
    output [7:0] out
    );
    assign out = select ? in1 : in0;
endmodule
`timescale 1ns / 1ps
module mux8(
    input [7:0] in0,
    input [7:0] in1,
    input [7:0] in2,
    input [7:0] in3,
    input [7:0] in4,
    input [7:0] in5,
    input [7:0] in6,
    input [7:0] in7,
    input [2:0] select,
    output [7:0] out
    );
    assign out = select == 3'b000 ? in0 :
                 select == 3'b001 ? in1 :
                 select == 3'b010 ? in2 :
                 select == 3'b011 ? in3 :
                 select == 3'b100 ? in4 :
                 select == 3'b101 ? in5 :
                 select == 3'b110 ? in6 : in7;
endmodule
`timescale 1ns / 1ps
module regFile(
    input clk,
    input we,
    input [1:0] rr1,
    input [1:0] rr2,
    input [1:0] wr,
    input [7:0] wd,
    output [7:0] rd1,
    output [7:0] rd2
    );
    reg [7:0] r[3:0];
    always @ ( posedge clk )
    begin
        if ( we )
        begin
            r[wr] <= wd;
        end
    end
    assign rd1 = r[rr1];                 
    assign rd2 = r[rr2];
endmodule
module datapath(
    input clk,
    input rst,
    input [2:0] rfSrc,    
    input [2:0] aluOp,
    input branch,
    input branchIf,
    input pcSrc,
    input rfWrite,
    input outWrite,
    input lrWrite,
    input zWrite,
    input nWrite,
    input [15:0] instr,
    input [7:0] fromInputPort,
    input [7:0] fromDataMemory,
    output [7:0] pc,
    output [7:0] toOutputPort,
    output [7:0] toDataMemoryAddress,
    output [7:0] toDataMemory
    );
    wire [7:0] pcNext;
    wire [7:0] pcPlus2;
    wire [7:0] pcBranch;
    wire [7:0] lr;
    wire branchPCMuxCtrl;
    wire [7:0] rfData1;
    wire [7:0] rfData2;
    wire [7:0] rfWriteData;
    wire [7:0] aluResult;
    wire aluZ;
    wire aluN;
    wire z;
    wire n;
    assign toDataMemory = rfData1;
    assign toDataMemoryAddress = instr[15:8];    
    regWithRst #(8) pcReg( 
        .clk(~clk), 
        .rst(rst), 
        .we(1'b1), 
        .d(pcNext), 
        .q(pc) 
        );
    regWithRst #(8) linkReg( 
        .clk(~clk), 
        .rst(rst), 
        .we(lrWrite), 
        .d(pcPlus2), 
        .q(lr) 
        ); 
    regWithRst #(1) zReg(
        .clk(clk),
        .rst(rst),
        .we(zWrite),
        .d(aluZ),
        .q(z)
        );  
    regWithRst #(1) nReg(
        .clk(clk),
        .rst(rst),
        .we(nWrite),
        .d(aluN),
        .q(n)
        );
    regWithRst #(8) outputPortReg( 
        .clk(clk), 
        .rst(rst), 
        .we(outWrite), 
        .d(rfData1), 
        .q(toOutputPort)
        );        
    adder pcAdder( 
        .a(pc), 
        .b(8'h02), 
        .result(pcPlus2) 
        ); 
    branchLogic branchLogic( 
        .branch(branch), 
        .branchIf(branchIf), 
        .brx(instr[3]), 
        .z(z), 
        .n(n), 
        .result(branchPCMuxCtrl) 
        );
    mux2 branchPCMux( 
        .in0(pcPlus2), 
        .in1(instr[15:8]), 
        .select(branchPCMuxCtrl), 
        .out(pcBranch) 
        );
    mux2 pcSrcMux( 
        .in0(pcBranch), 
        .in1(lr), 
        .select(pcSrc), 
        .out(pcNext) );
    alu alu(   
        .op(aluOp), 
        .a(rfData1), 
        .b(rfData2), 
        .result(aluResult), 
        .z(aluZ), 
        .n(aluN)
        );
    regFile rf( 
        .clk(clk), 
        .we(rfWrite), 
        .rr1(instr[3:2]), 
        .rr2(instr[1:0]), 
        .wr(instr[3:2]), 
        .wd(rfWriteData), 
        .rd1(rfData1), 
        .rd2(rfData2)
        );
     mux8 rfSrcMux( 
        .in0(8'h00 ), 
        .in1(rfData2),
        .in2(aluResult), 
        .in3(fromDataMemory), 
        .in4(fromInputPort), 
        .in5(instr[15:8]), 
        .in6(8'h00 ), 
        .in7(8'h00 ),         
        .select(rfSrc), 
        .out(rfWriteData) 
        ); 
endmodule
`timescale 1ns / 1ps
module controller(
    input [3:0] opCode,
    output [2:0]rfSrc,
    output [2:0] aluOp,
    output branchIf,
    output branch,    
    output rfWrite,    
    output outWrite,
    output memWrite,
    output pcSrc,
    output lrWrite,
    output zWrite,
    output nWrite        
    );
    wire[14:0] controlWord;
    assign controlWord = opCode == 4'h0 ? 15'b000000000000000 :
                         opCode == 4'h1 ? 15'b010100010000011 :
                         opCode == 4'h2 ? 15'b010100100000011 :
                         opCode == 4'h3 ? 15'b010100110000011 :
                         opCode == 4'h4 ? 15'b010101000000010 :
                         opCode == 4'h5 ? 15'b010101010000010 :
                         opCode == 4'h6 ? 15'b000010000000000 :
                         opCode == 4'h7 ? 15'b100100000000000 :
                         opCode == 4'h8 ? 15'b001100000000000 :
                         opCode == 4'h9 ? 15'b000000000100000 :
                         opCode == 4'hA ? 15'b000000001000000 :
                         opCode == 4'hB ? 15'b000000000100100 :
                         opCode == 4'hC ? 15'b000000000001000 :
                         opCode == 4'hD ? 15'b011100000000000 :
                         opCode == 4'hE ? 15'b000000000010000 : 15'b101100000000000;
    assign rfSrc = controlWord[14:12];
    assign rfWrite = controlWord[11];
    assign outWrite = controlWord[10];
    assign aluOp = controlWord[9:7];
    assign branchIf = controlWord[6];
    assign branch = controlWord[5];
    assign memWrite = controlWord[4];
    assign pcSrc = controlWord[3];
    assign lrWrite = controlWord[2];
    assign zWrite = controlWord[1];
    assign nWrite = controlWord[0];
endmodule
module scp(
    input clk,
    input rst,
    input [15:0] instr,
    input [7:0] inputPort,
    input [7:0] fromDataMemory,
    output [7:0] pc,
    output [7:0] outputPort,
    output [7:0] toDataMemoryAddress,
    output [7:0] toDataMemory,
    output memWrite
   );
    wire[2:0] rfSrc;
    wire[2:0] aluOp;    
    wire branchIf;
    wire branch;
    wire pcSrc;
    wire rfWrite;
    wire lrWrite;
    wire nWrite;
    wire zWrite;
    wire outWrite;
    controller c(
        .opCode(instr[7:4]), 
        .rfSrc(rfSrc),         
        .aluOp(aluOp), 
        .branchIf(branchIf), 
        .branch(branch), 
        .rfWrite(rfWrite), 
        .outWrite(outWrite), 
        .memWrite(memWrite), 
        .pcSrc(pcSrc), 
        .lrWrite(lrWrite ),
        .zWrite(zWrite),
        .nWrite(nWrite)        
       );
    datapath dp(
        .clk(clk), 
        .rst(rst),
        .rfSrc(rfSrc),          
        .aluOp(aluOp), 
        .branchIf(branchIf), 
        .branch(branch),  
        .pcSrc(pcSrc),
        .rfWrite(rfWrite),         
        .lrWrite(lrWrite),
        .zWrite(zWrite),
        .nWrite(nWrite),     
        .outWrite(outWrite),                      
        .instr(instr),
        .fromInputPort(inputPort),
        .fromDataMemory(fromDataMemory),
        .pc(pc),
        .toOutputPort(outputPort),
        .toDataMemoryAddress(toDataMemoryAddress),
        .toDataMemory(toDataMemory)
       ); 
endmodule
`timescale 1ns / 1ps
module freqDivider #(parameter N = 20)(
     input clk,
     input rst,
     output d
    );
    reg [N:0] q;
    always @ ( posedge clk, posedge rst )
    begin
        if ( rst ) begin
            q <= 0;
        end else begin
            q <= q + 1;
        end
    end
    assign d = q[N];    
endmodule
`timescale 1ns / 1ps
module regWithRst #(parameter N = 8)(
    input clk,
    input rst,
    input we,
    input [N-1:0] d,
    output reg [N-1:0] q
    );
    always @ ( posedge clk, posedge rst )
    begin
        if ( rst )
        begin
            q <= 0;
        end
        else if ( we )
        begin
            q <= d;
        end
    end
endmodule
module computer( 
        input clk, 
        input rst, 
        input[7:0] inputPort, 
        output[7:0] outputPort 
        );
    wire varClk;    
    wire memWrite;
    wire [7:0] pc;  
    wire [7:0] fromDataMemory;
    wire [7:0] toDataMemory;
    wire [7:0] toDataMemoryAddress;
    wire [15:0] instr;
    freqDivider #(20) fd(
        .clk(clk),
        .rst(rst),
        .d(varClk)
        ); 
    instrMem imem (
        .clka(varClk), 
        .addra(pc), 
        .douta(instr[7:0]), 
        .clkb(varClk), 
        .addrb(pc + 1'b1), 
        .doutb(instr[15:8]) 
        );  
    dataMem dmem (
        .clka(~varClk), 
        .wea(memWrite), 
        .addra(toDataMemoryAddress), 
        .dina(toDataMemory), 
        .douta(fromDataMemory) 
        );
    scp cpu(
        .clk(varClk),
        .rst(rst),
        .instr(instr),
        .inputPort(inputPort),
        .fromDataMemory(fromDataMemory),
        .pc(pc),
        .outputPort(outputPort),
        .toDataMemoryAddress(toDataMemoryAddress),
        .toDataMemory(toDataMemory),
        .memWrite(memWrite)
        );        
endmodule
==> run.sh <==
#!/bin/bash
# OpenROAD 26Q1-2900-gdf79404cd8, Yosys 0.63+post, stock flow scripts
make -C /OpenROAD-flow-scripts/flow DESIGN_CONFIG=/design/flow/config.mk WORK_HOME=/design/flow/orfs finish
==> config.mk <==
export PLATFORM = sky130hd
export DESIGN_NAME = scp
export DESIGN_NICKNAME = scp
export VERILOG_FILES = /design/flow/design.v
export SDC_FILE = /design/flow/constraint.sdc
export NUM_CORES = 4
export LEC_CHECK = 1
export CORE_UTILIZATION = 50
==> constraint.sdc <==
current_design scp

set clk_period 7.1
set clk_io_pct 0.2

create_clock -name clk0 -period $clk_period [get_ports {clk}]

set non_clock_inputs [all_inputs -no_clocks]
set_input_delay [expr $clk_period * $clk_io_pct] -clock clk0 $non_clock_inputs
set_output_delay [expr $clk_period * $clk_io_pct] -clock clk0 [all_outputs]
==> flow_metrics.env <==
# physical design summary
export IMPL_stage_log_warnings=33
export IMPL_grt_pass1_vias=3032
export IMPL_detailed_place_area_um2=4610
export IMPL_via_count=3093
export IMPL_power_switching_uw=336
export IMPL_grt_first_pass_wirelength_um=16300
export IMPL_post_layout_total_power_uw=1200
export IMPL_yosys_warnings=6
export IMPL_rsz0062_at_grt="no"
export IMPL_power_share_combinational_pct=30.5
export IMPL_design_portCount=67
export IMPL_layout_filler_cells=564
export IMPL_critical_path_endpoint_category="register"
export IMPL_timing_hold_violations_final=0
export IMPL_synth_area_per_cell_um2=11.2
export IMPL_synth_distinct_cells=63
export IMPL_route_detailed_vias_per_inst=6.02
export IMPL_numPortBuffers=66
export IMPL_ys_flops=58
export IMPL_wl_per_cell_um=19.6
export IMPL_initialDrtViolationCount=164
export IMPL_power_ir_vdd_worst_mv=0.141
export IMPL_chip_area_um2=8170
export IMPL_cts_buffers_inserted=9
export IMPL_synth_top_flop_cell="sky130_fd_sc_hd__edfxtp_1"
export IMPL_slew_headroom_pct=46.1
export IMPL_synthesis_instances=349
export IMPL_met3_length_um=967
export IMPL_maxCapViolations=0
export IMPL_die_size_y_um=90.4
export IMPL_p_int_uw=861
export IMPL_groute_usage_overall_pct=27.7
export IMPL_area_growth_synth_to_final_pct=24.2
export IMPL_cts_repair_resizes=0
export IMPL_ys_seq_share_pct=41.3
export IMPL_worst_ep_arrival_time_ps=3050
export IMPL_clock_pin_transition_on_the_worst_setup_and_hold_timing_paths_ps=50
export IMPL_layout_top_cells_excl_fill_tap="66 x sky130_fd_sc_hd__clkdlybuf4s50_1, 32 x sky130_fd_sc_hd__edfxtp_1, 24 x sky130_fd_sc_hd__mux2_2, 24 x sky130_fd_sc_hd__nor2_1, 23 x sky130_fd_sc_hd__nand2_1"
export IMPL_run_status="complete, no violations"
export IMPL_cts_hold_buffers_added=0
export IMPL_postLayoutCellArea_um2=4850
export IMPL_placementRows=31
export IMPL_final_max_slew_viol_count=0
export IMPL_path_buffers=1
export IMPL_clk_insertion_delay_late_ps=330
export IMPL_most_common_library_cell_in_the_layout_ignoring_fill_and_taps="sky130_fd_sc_hd__clkdlybuf4s50_1"
export IMPL_worstSetupStartpointType="input port"
export IMPL_cts_tree="built"
export IMPL_power_frac_clock_pct=30.4
export IMPL_met2WireLength_um=4880
export IMPL_number_of_antenna_violations_at_the_first_check_in_global_routing=0
export IMPL_route_final_wire_length_um=10100
export IMPL_postCtsSetupRepairBufs=0
export IMPL_fin_skew_ps=15.7
export IMPL_dr_max_layer_used="met4"
export IMPL_ys_area_um2=3910
export IMPL_final_instance_count_without_filler_cells=514
export IMPL_tritoncts_num_sinks=58
export IMPL_clockRootBuffer="sky130_fd_sc_hd__clkbuf_8"
export IMPL_wl_met1_um=4110
export IMPL_worst_slew_pin_transition_ps=806
export IMPL_htree_num_levels=3
export IMPL_cts_path_max_buffers=2
export IMPL_asyncSetResetFlopFracSynth_pct=44.8
export IMPL_path_delay_family="buffers and inverters"
export IMPL_worstPathCellList="clkdlybuf4s50_1, mux2_2, a21oi_1, nor2_2, mux2i_1, o21ai_0"
export IMPL_grt_overflow_total=0
export IMPL_worstSetupPathType="input port to register"
export IMPL_ant_nets=0
export IMPL_cpPeakStageDelay_ps=570
export IMPL_power_share_sequential_pct=39.1
export IMPL_drcViolationCount=0
export IMPL_timing_final_setup_violations=0
export IMPL_placed_cells=498
export IMPL_layout_cell_share_with_drive_strength_beyond_1_pct=18.6
export IMPL_power_share_switching_pct=28.0
export IMPL_num_antenna_cells=0
export IMPL_yosys_stat_cells=349
export IMPL_post_synthesis_instance_area_um2=3910
export IMPL_timing_critical_path_slowest_stage_cell="sky130_fd_sc_hd__clkdlybuf4s50_1"
export IMPL_gp_congestion=0.904
export IMPL_critical_path_required_ps=3710
export IMPL_iteration_count_of_the_initial_detailed_routing_pass=5
export IMPL_summed_negative_setup_slack_over_all_endpoints_ps=0
export IMPL_dieWidth_um=90.4
export IMPL_edf_count=32
export IMPL_post_dp_hpwl_um=7650
export IMPL_cp_max_fo=7
export IMPL_floorplan_initialDensity_pct=52.7
export IMPL_hold_path_class="register to register"
export IMPL_power_leakage_uw=0.00189
export IMPL_p_per_area_nw_per_um2=247
export IMPL_pin_count_of_the_biggest_net_entering_global_routing=20
export IMPL_core_area_um2=7410
state kept, by name (all words and copies together) (netlist names):
signal              cells
dp.linkReg.q            8
dp.outputPortReg.q      8
dp.pcReg.q              8
dp.rf.r                32
dp.nReg.q               1
dp.zReg.q               1
power by group through the flow:
stage	Sequential (uW)	Clock, uW	Combinational [uW]
4_1_cts	468	373	367
5_1_grt	475	385	405
6_report	468	364	365
cells in the mapped netlist (2+ instances only):
master	number	area, um^2
sky130_fd_sc_hd__dfrtp_1	10	250
sky130_fd_sc_hd__clkbuf_1	6	22.5
sky130_fd_sc_hd__buf_1	3	11.3
sky130_fd_sc_hd__buf_6	2	22.5
sky130_fd_sc_hd__a2111oi_0	2	17.5
sky130_fd_sc_hd__and2_1	4	25.0
sky130_fd_sc_hd__a21o_1	5	37.5
sky130_fd_sc_hd__mux4_2	16	360
sky130_fd_sc_hd__a21oi_1	20	100
sky130_fd_sc_hd__fa_1	2	40.0
sky130_fd_sc_hd__xnor2_1	2	17.5
sky130_fd_sc_hd__dfrtn_1	16	400
sky130_fd_sc_hd__a211oi_1	2	15.0
sky130_fd_sc_hd__or2_2	3	18.8
sky130_fd_sc_hd__nand4_1	2	12.5
sky130_fd_sc_hd__nor2_1	24	90.1
sky130_fd_sc_hd__a221o_1	3	30.0
sky130_fd_sc_hd__buf_4	9	67.6
sky130_fd_sc_hd__buf_2	6	30.0
sky130_fd_sc_hd__and3_1	4	25.0
sky130_fd_sc_hd__nand3_1	3	15.0
sky130_fd_sc_hd__nor2b_1	2	12.5
sky130_fd_sc_hd__mux2_2	24	270
sky130_fd_sc_hd__nor3_1	5	25.0
sky130_fd_sc_hd__o221ai_1	3	26.3
sky130_fd_sc_hd__o21ai_0	22	110
sky130_fd_sc_hd__nand2b_1	7	43.8
sky130_fd_sc_hd__mux2i_1	9	90.1
sky130_fd_sc_hd__a211o_1	2	17.5
sky130_fd_sc_hd__a222oi_1	7	70.1
sky130_fd_sc_hd__xor2_1	3	26.3
sky130_fd_sc_hd__inv_1	17	63.8
sky130_fd_sc_hd__edfxtp_1	32	961
sky130_fd_sc_hd__nand2_1	23	86.3
sky130_fd_sc_hd__a221oi_1	2	17.5
sky130_fd_sc_hd__o21ai_1	2	10.0
sky130_fd_sc_hd__o31ai_1	2	15.0
sky130_fd_sc_hd__ha_1	16	200
sky130_fd_sc_hd__a31oi_1	3	18.8
logic make-up (layout without fill, tap and decap cells):
logic type,after synthesis,after routing,share of synthesized area [%]
buffers and inverters,43,109,5.57
xor gates and xnor gates,5,5,1.12
AOI/OAI and AO/OA,89,89,16.0
muxes,49,49,18.4
adders and majority gates,18,18,6.15
and+or+nand+nor,87,87,11.5
DFF,58,58,41.3
tightest hold or removal path, delay by kind of cell, from the launching register on:
kind / cells / cell delay, ps
AOI/OAI and AO/OA: 1 / 60
DFF: 1 / 400
and+or+nand+nor: 1 / 40
stage by stage:
step,hold WS (ps),setup WS [ps],utilization (%)
6_report,421,664,65.5
5_1_grt,435,550,65.5
4_1_cts,422,682,65.5
3_5_place_dp,421,341,62.3
3_3_place_gp,422,389,62.3
2_1_floorplan,405,754,-
layer usage:
| layer | track usage [%] | vias up |
|---|---|---|
| met5 | 0 | - |
| met4 | 4.44 | 0 |
| met3 | 10.2 | 10 |
| met2 | 41.5 | 145 |
| met1 | 42.5 | 1480 |
| li1 | - | 1458 |
final timing paths:
check                      slack, ps            start  cells past startpoint               to
max in group asynchronous       1640              rst                      2  dp.linkReg.q[0]
min reg2reg                      420  dp.linkReg.q[7]                      2    dp.pcReg.q[7]
max                              660         instr[3]                      6    dp.pcReg.q[6]
min                              420  dp.linkReg.q[7]                      2    dp.pcReg.q[7]
min in group asynchronous       1520              rst                      2        dp.zReg.q
max reg2reg                     2040        dp.zReg.q                      5    dp.pcReg.q[6]
area by class of cell:
| cell class | instances | area [um^2] | area share (%) |
|---|---|---|---|
| Sequential cell | 58 | 1610 | 33.2 |
| Clock buffer | 9 | 124 | 2.55 |
| Inverter | 17 | 63.8 | 1.31 |
| Clock inverter | 7 | 118 | 2.42 |
| Tap cell | 99 | 124 | 2.55 |
| Multi-Input combinational cell | 248 | 2080 | 42.8 |
| Timing Repair Buffer | 76 | 736 | 15.2 |
Power and IR drop assume default switching activity.
